**./run.sh**
```bash
#!/bin/bash
# OpenROAD 26Q1-2900-gdf79404cd8, Yosys 0.63+post, stock flow scripts
make -C /OpenROAD-flow-scripts/flow DESIGN_CONFIG=/design/flow/config.mk WORK_HOME=/design/flow/orfs finish
```
**./config.mk**
```make
export PLATFORM = sky130hd
export DESIGN_NAME = ALSU
export DESIGN_NICKNAME = ALSU
export VERILOG_FILES = /design/flow/design.v
export SDC_FILE = /design/flow/constraint.sdc
export NUM_CORES = 4
export LEC_CHECK = 1
export CORE_AREA = 10 10 113 113
export DIE_AREA = 0 0 123 123
```
**./constraint.sdc**
```tcl
current_design ALSU

set clk_period 3.7
set clk_io_pct 0.2

create_clock -name clk0 -period $clk_period [get_ports {clk}]

set non_clock_inputs [all_inputs -no_clocks]
set_input_delay [expr $clk_period * $clk_io_pct] -clock clk0 $non_clock_inputs
set_output_delay [expr $clk_period * $clk_io_pct] -clock clk0 [all_outputs]
```
**./design.v**
```verilog
module ALSU #(parameter INPUT_PRIORITY = "A", FULL_ADDER = "ON") (
    input clk, rst, cin, serial_in, red_op_A, red_op_B, bypass_A, bypass_B, direction,
    input [2 : 0] A, B, opcode,
    output reg [15 : 0] leds,
    output reg [5 : 0] out
);
    wire Q_cin, Q_serial_in, Q_red_op_A, Q_red_op_B, Q_bypass_A, Q_bypass_B, Q_direction;
    wire [2 : 0] Q_A, Q_B, Q_opcode;
    D_FF #(.WIDTH(1)) FF_cin (.clk(clk), .rst(rst), .D(cin), .Q(Q_cin));
    D_FF #(.WIDTH(1)) FF_serial_in (.clk(clk), .rst(rst), .D(serial_in), .Q(Q_serial_in));
    D_FF #(.WIDTH(1)) FF_red_op_A (.clk(clk), .rst(rst), .D(red_op_A), .Q(Q_red_op_A));
    D_FF #(.WIDTH(1)) FF_red_op_B (.clk(clk), .rst(rst), .D(red_op_B), .Q(Q_red_op_B));
    D_FF #(.WIDTH(1)) FF_bypass_A (.clk(clk), .rst(rst), .D(bypass_A), .Q(Q_bypass_A));
    D_FF #(.WIDTH(1)) FF_bypass_B (.clk(clk), .rst(rst), .D(bypass_B), .Q(Q_bypass_B));
    D_FF #(.WIDTH(1)) FF_direction (.clk(clk), .rst(rst), .D(direction), .Q(Q_direction));
    D_FF #(.WIDTH(3)) FF_A (.clk(clk), .rst(rst), .D(A), .Q(Q_A));
    D_FF #(.WIDTH(3)) FF_B (.clk(clk), .rst(rst), .D(B), .Q(Q_B));
    D_FF #(.WIDTH(3)) FF_opcode (.clk(clk), .rst(rst), .D(opcode), .Q(Q_opcode));
    reg [5 : 0] next;
    wire [15 : 0] leds_next;
    always @(posedge clk, posedge rst) begin
        if(rst) begin
            leds <= 1'b0;
            out <= 0;
        end
        else begin
            leds <= leds_next;
            out <= next;
        end
    end
    always @(*) begin
        if (Q_bypass_A || Q_bypass_B) 
            if (Q_bypass_A && ((~Q_bypass_B) || (INPUT_PRIORITY == "A")))
                next = Q_A;
            else if (Q_bypass_B && ((~Q_bypass_A) || (INPUT_PRIORITY == "B")))
                next = Q_B;
            else
                next = out;
        else
            case (Q_opcode)
                3'b000:     begin
                    if (Q_red_op_A || Q_red_op_B)
                        if (Q_red_op_A && ((~Q_red_op_B) || (INPUT_PRIORITY == "A")))
                            next = &Q_A;
                        else if (Q_red_op_B && ((~Q_red_op_A) || (INPUT_PRIORITY == "B")))
                            next = &Q_B;
                        else
                            next = out;
                    else
                        next = Q_A & Q_B;
                end     
                3'b001:     begin
                    if (Q_red_op_A || Q_red_op_B)
                        if (Q_red_op_A && ((~Q_red_op_B) || (INPUT_PRIORITY == "A")))
                            next = ^Q_A;
                        else if (Q_red_op_B && ((~Q_red_op_A) || (INPUT_PRIORITY == "B")))
                            next = ^Q_B;
                        else
                            next = out;
                    else
                        next = Q_A ^ Q_B;
                end
                3'b010:     begin
                    if (Q_red_op_A || Q_red_op_B) 
                        next = 0; 
                    else if (FULL_ADDER == "ON")
                        next = Q_A + Q_B + Q_cin;
                    else if (FULL_ADDER == "OFF")
                        next = Q_A + Q_B;
                    else
                        next = out;
                end
                3'b011:     begin
                    if (Q_red_op_A || Q_red_op_B) 
                        next = 0; 
                    else
                        next = Q_A * Q_B;
                end
                3'b100:     begin
                    if (Q_red_op_A || Q_red_op_B) 
                        next = 0; 
                    else if (Q_direction)
                        next = {out [4 : 0], Q_serial_in};
                    else
                        next = {Q_serial_in, out [5 : 1]}; 
                end
                3'b101:     begin
                    if (Q_red_op_A || Q_red_op_B) 
                        next = 0; 
                    else if (Q_direction)
                        next = {out [4 : 0], out [5]};
                    else
                        next = {out [0], out [5 : 1]}; 
                end
                default:    
                    next = 0; 
            endcase
    end
   assign leds_next = (((Q_opcode > 3'b001) && ((Q_red_op_A) || (Q_red_op_B))) || (Q_opcode > 3'b101)) ? ~leds : 0;
endmodule
module D_FF #(parameter WIDTH = 1)(
    input clk, rst,
    input [WIDTH - 1 : 0] D,
    output reg [WIDTH - 1 : 0] Q
);
    always @(posedge clk, posedge rst) begin
        if (rst)
            Q <= 0;
        else
            Q <= D;
    end
endmodule
```
==> flow_summary_export.csv <==
group,metric,value,unit
status,status,"finished, final reports clean",
run,drv_cap,0,
grt,grt_pass1_vias,1279,
floorplan,fp.dieW,123,um
setup_path,worstPathRequired,3.92,ns
floorplan,ioPinCount,40,
final_timing,hold_viol_final,0,
worst_hold_path,hold_start,"leds[0]",
final_layout,layout-drive-gt1-share,6.90,%
synthesis,synth_warnings,3,
synthesis,synthCells,164,
cts,cts_inserted_buffers,5,
setup_path,critPathKind,"reg2reg",
floorplan,die_h,123,um
setup_path,path_max_fanout,7,
setup_path,critPathCaptureType,"flip-flop",
placed_design,preCtsSetupSlack,1.41,ns
floorplan,initCoreUtil,17.6,%
grt,grt_pass1_wl,6860,um
final_timing,period_needed,2.32,ns
grt,antenna_found_initial,0,
synthesis,ys_seq_share,52.2,%
setup_path,startpoint,"FF_A.Q[1]",
drt,wl_per_cell,12.6,um
drt,drt_iter0_markers,88,
run,warnings,26,
floorplan,core-area,10300,um^2
cts,post_cts_buffers,0,
synthesis,yosys.cell_types.count,40,
placed_design,routabilityCongestion,0.858,
drt,wl,4270,um
grt,grt-ovfl-total,0,
synthesis,async_reset_ff_share,100,%
drt,viasPerCell,3.83,
drt,diodes,0,
final_layout,syn_to_final_growth,36.4,%
cts,ctsResizeCount,0,
final_timing,finalMaxSlewViolations,0,
setup_path,crit_chain,"ha_1 -> xnor2_1 -> ha_1 -> ha_1 -> fa_1 -> nor2b_1 -> o32a_1 -> nor2_1",
power_and_ir_drop,total_leakage_power,0.00104,uW
floorplan,num_rows,37,
cts,clkSinkCount,38,
cts,clock_latency,0.29,ns
setup_path,reg2reg_from,"FF_A.Q[1]",
synthesis,edf_count,0,
setup_path,max_stage_delay,0.48,ns
cts,htreeDepth,2,
synthesis,ys_cells,164,
synthesis,syn_area_per_cell,11.1,um^2
synthesis,synth.cell_area,1820,um^2
drt,drc,0,
synthesis,ys.flops,38,
final_timing,slew_headroom,42.7,%
final_timing,max_freq,0.431,GHz
final_timing,layout_setup_ws,1.38,ns
power_and_ir_drop,power,1060,uW
final_timing,setup_viol,0,
setup_path,arrival,2.54,ns
worst_hold_path,worstHoldPathCells,1,
setup_path,slowest_stage,"fa_1",
cts,path_clk_slew,0.08,ns
placed_design,placedCellCount,331,
setup_path,rr_worst_depth,8,
cts,cts_buffer_depth,2,
power_and_ir_drop,p_per_area,425,nW/um^2
synthesis,yosys_area,1820,um^2
final_timing,period_used_share,62.6,%
grt,grt_max_degree,24,
cts,cts-root-buf,"clkbuf_8",
floorplan,chip_area,15100,um^2
grt,track_usage,5.61,%
power_and_ir_drop,peakVddDrop,177,uV
final_layout,layout_top_cells,"clkdlybuf4s50_1 (39), dfrtp_1 (38), nor2_1 (22)",
final_timing,tightest_slew,0.859,ns
drt,drt_pre_antenna_iters,4,
final_timing,rsz0062_at_grt,"false",
placed_design,portBuffers,39,
setup_path,crit_path_start_kind,"flip-flop",
worst_hold_path,hold_class,"reg2reg",
final_layout,layout.cells.most_common,"clkdlybuf4s50_1",
synthesis,ys.flop_type,"dfrtp_1",
placed_design,dp_hpwl,3300,um
final_timing,fin_skew,0.00535,ns
cts,hold_buffers,0,
final_timing,tns,0,ns
final_layout,fin_cells,339,
drt,vias,1299,
setup_path,timing.critical_path.mode_cell,"ha_1",
drt,ant_nets,0,
cts,cts_tree,"done",
-- cell families after synthesis --
| group | count (synthesis) | synth area share [%] |
|---|---|---|
| xor gates and xnor gates | 4 | 1.92 |
| and+or+nand+nor | 56 | 15.7 |
| DFF | 38 | 52.2 |
| buffers and inverters | 14 | 3.37 |
| adders and majority gates | 15 | 11.5 |
| AOI/OAI and AO/OA | 31 | 11.8 |
| muxes | 6 | 3.44 |
-- worst paths after layout --
| path | end | slack [ns] |
|---|---|---|
| worst min-delay path | leds[0] | 0.42 |
| worst max-delay path | out[3] | 1.38 |
| worst max register to register | out[3] | 1.38 |
| max in group asynchronous | leds[1] | 2.03 |
| worst min register to register | leds[0] | 0.42 |
| min in group asynchronous | leds[10] | 0.93 |
-- worst max-delay path, delay by kind of cell, from the launching register on --
kind            cells  cell delay [ns]
compound gates      1             0.27
xor+xnor            1             0.17
fa+ha+maj           4             1.22
flops               1             0.45
simple gates        2             0.14
-- synth_stat cells (all sizes together), types with 3 or more instances --
cell | count | area (um^2)
a211o | 3 | 26.3
a21oi | 7 | 35.0
a31oi | 4 | 25.0
and2 | 6 | 37.5
buf | 7 | 35.0
dfrtp | 38 | 951
fa | 3 | 60.1
ha | 12 | 150
inv | 5 | 18.8
mux2i | 4 | 40.0
nand2 | 7 | 26.3
nand2b | 3 | 18.8
nand3 | 3 | 15.0
nor2 | 22 | 82.6
nor2b | 4 | 25.0
o21ai | 5 | 25.0
-- where the power goes --
group | switching, uW | internal, uW
Clock | 149 | 270
Sequential | 34.6 | 449
Combinational | 54.5 | 97.2
-- cell type report --
cell class,count,area (um^2)
repair buffers,40,398
well taps,136,170
fillers,1083,7840
multi-input cells,112,808
clock buffers,5,68.8
flip-flops and latches,38,951
inverters,5,18.8
clock inverters,3,68.8
-- stage by stage --
step	hold WS [ns]	util (%)	instance area [um^2]
6_report	0.420	24.1	2480
5_1_grt	0.434	24.1	2480
2_1_floorplan	0.378	-	1820
4_1_cts	0.423	24.1	2480
3_5_place_dp	0.412	22.7	2350
3_3_place_gp	0.415	22.7	2350
-- routing by layer --
metal | share of wire [%] | routed length (um) | track usage [%]
met1 | 55 | 2330 | 9.09
met2 | 38 | 1620 | 7.20
met3 | 6.0 | 258 | 1.80
met4 | 1.2 | 51 | 0.728
met5 | 0 | 0 | 0
-- registers in the layout, indices dropped and copies added (netlist names), 3 cells and up --
register / cells
leds: 16
FF_opcode.Q: 3
FF_B.Q: 3
FF_A.Q: 3
out: 6
No activity file was given, so power comes from the tool's default toggle rates.
